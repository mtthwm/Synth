## flow/config.mk

```make
export PLATFORM = sky130hd
export DESIGN_NAME = triangle_wave_gen
export DESIGN_NICKNAME = triangle_wave_gen
export VERILOG_FILES = /design/flow/design.v
export SDC_FILE = /design/flow/constraint.sdc
export NUM_CORES = 4
export LEC_CHECK = 1
export CORE_UTILIZATION = 30
```

## flow/constraint.sdc

```tcl
current_design triangle_wave_gen

set clk_period 3.6
set clk_io_pct 0.2

create_clock -name clk0 -period $clk_period [get_ports {clk}]

set non_clock_inputs [all_inputs -no_clocks]
set_input_delay [expr $clk_period * $clk_io_pct] -clock clk0 $non_clock_inputs
set_output_delay [expr $clk_period * $clk_io_pct] -clock clk0 [all_outputs]
```

## flow/design.v

```verilog
module triangle_wave_gen (
	input wire clk, reset,
	input wire [31:0] period,
	output reg [7:0] value
);
    reg [31:0] eighth_period;
    reg [2:0] step_index;
	reg [31:0] t;
	always @(posedge clk, posedge reset) begin
		if (reset) begin
			t <= 32'd0;
            step_index <= 4'd0;
		end else begin
			if (t >= eighth_period) begin
				t <= 32'd0;
                step_index <= step_index + 4'd1;
			end else begin
				t <= t + 32'd1;
			end
		end
	end
    always @(*) begin
        eighth_period = period >> 4;
        case (step_index)
            0: value = 8'd64;
            1: value = 8'd128;
            2: value = 8'd192;
            3: value = 8'd255;
            4: value = 8'd255;
            5: value = 8'd192;
            6: value = 8'd128;
            7: value = 8'd64;
            default: value = 8'd0;
        endcase
    end
endmodule
```

## flow/run.sh

```bash
#!/bin/bash
# OpenROAD 26Q1-2900-gdf79404cd8, Yosys 0.63+post, stock flow scripts
make -C /OpenROAD-flow-scripts/flow DESIGN_CONFIG=/design/flow/config.mk WORK_HOME=/design/flow/orfs finish
```

==> metrics.yaml <==
synth:
  aoi_share: 0.0545
  yosys_cells: 263
  yosys_area_um2: 2460
  synthMuxAreaShare: 0.0188
  logic_family: "simple AND/OR/NAND/NOR gates"
  fa_ha_area_frac: 0.178
  syn_avg_cell_area_um2: 9.34
  ys_seq_share: 0.356
  async_reset_ff_frac: 1.00
  yosysWarnings: 1
  synth-edff-count: 0
  xor_share: 0.106
  yosysUniqueCellTypes: 36
  ys.flop_type: "dfrtp_1"
  synthSimpleGateAreaFrac: 0.197
  ys.flops: 35
  synth_area_um2: 2460
  syn-instance-count: 263
routing:
  final_antenna_net_count: 0
  antenna_cells: 0
  drt_iter0_drc: 104
  wire_per_inst_um: 11.2
  routed_wl_mm: 4.52
  viasPerCell: 4.48
  vias: 1815
  drcViolationCount: 0
  firstDrtPassIters: 4
timing:
  rsz0062_at_grt: "false"
  fin_crit_sh: 0.845
  skew_ns: 0.00688
  tightest_slew_ns: 0.777
  finalSetupTns_ns: 0
  drv_slew: 0
  period_minus_slack_ns: 3.04
  fmax_mhz: 329
  relSlewSlack: 0.479
  finalSetupViolations: 0
  hold_ws_ns: 0.522
  hold_viol: 0
setup_path:
  critPathMaxFanout: 15
  worstPathArrival_ns: 3.21
  timing.rr.end: "t[12]"
  r2r_slack_ns: 1.04
  required_ns: 3.77
  path_class: "in2reg"
  start_kind: "input pin"
  r2r-start: "t[15]"
  worstSetupEndpointType: "flip-flop"
  rr_worst_depth: 8
  crit_path_start: "period[17]"
cts:
  path_clk_slew_ns: 0.07
  clock_sinks: 35
  clockBufferDepth: 2
  clock_latency_ns: 0.29
  hold_buffers: 0
  cts.repair.resized: 0
  post-cts-setup-buffers: 0
  cts-root-buf: "clkbuf_8"
  numCtsBuffers: 5
  cts_tree: "yes"
  cts.htree.levels: 2
power_and_ir_drop:
  p_total_uw: 1000
  p_sw_uw: 251
  internal_power_uw: 751
  leakage_uw: 0.00143
  power_density_nw_per_um2: 336
  worst_ir_drop_vdd_v: 0.000122
  clkPwrFrac: 0.271
  pwr-share-seq: 0.439
  pwr-share-comb: 0.289
  swShare: 0.250
placement:
  numPortBuffers: 37
  place_congestion: 0.841
  dp_hpwl_mm: 3.41
die:
  num_rows: 32
  chipArea_um2: 8560
  die_h_um: 92.5
  die_x_um: 92.5
  fp_util: 0.315
  ios: 42
  core-area_um2: 7810
worst_hold_path:
  hold_class: "reg2reg"
  worstHoldStart: "t[0]"
  whs_endpoint: "t[0]"
  whs_path_depth: 1
grt:
  antenna_found_initial: 0
  grt_max_degree: 36
  grt_pass1_wl_mm: 8.05
  grt_pass1_vias: 1762
  overflow: 0
  gr-usage-all-layers: 0.119
finish:
  drive_above_1_share: 0.0627
  nFillCells: 772
  syn_to_final_growth_pct: 21.3
flow_run:
  max_cap_viol_count: 0
  tool_warnings: 34
outcome:
  outcome: "finished, final reports clean"
## placed cells by master, fill, tap and decap left out
cell type        count
nand2b_1             1
a21oi_1             12
xnor2_2              1
nor3_2               3
buf_4                3
a21o_1               1
mux2_4               1
clkbuf_8             5
mux2_2               1
o21a_1               1
dfrtp_1             35
a221o_1              1
nand2b_4             1
nand4_2              1
clkbuf_1             2
nor2_1              36
mux2i_1              2
xor2_1              19
inv_1               34
o21ai_0              4
nand3_1             14
and3_1               5
clkdlybuf4s50_1     37
clkinv_2             1
nand2_1             14
a2111oi_2            1
o31ai_1              1
ha_1                35
conb_1               3
and2_1               1
or4b_1               1
xnor2_1              9
or3_1                1
nor4_2               1
a31oi_1              1
and4_1               4
nand4_1             10
## cell usage after synthesis, drive strengths merged (2+ instances only)
library cell,count,share of area
nand4,11,0.031
inv,34,0.052
and4,4,0.014
nor2,36,0.055
buf,9,0.034
mux2i,2,0.0081
a21oi,12,0.024
o21ai,4,0.0081
nor3,3,0.012
nand3,14,0.029
and3,5,0.013
mux2,2,0.011
nand2,14,0.021
xor2,19,0.068
ha,35,0.18
dfrtp,35,0.36
xnor2,10,0.039
nand2b,2,0.0081
## layer usage
layer,routed length [um],vias to the layer above,part of all wire,global-route usage
li1,-,947,-,-
met2,2040,24,0.45,0.194
met3,161,5,0.036,0.0226
met1,2270,839,0.50,0.172
met5,0,-,0,0
met4,55,0,0.012,0.0117
## cells by family after synthesis
logic type	Yosys count
other	1
buffers and inverters	44
muxes	4
adders and majority gates	35
DFF	35
xor gates and xnor gates	29
and+or+nand+nor	93
AOI/OAI and AO/OA	22
## critical path, stage by stage
cell and delay [ns]:
clkdlybuf4s50_1 0.45, inv_1 0.05, ha_1 0.30, nand4_2 0.12, nor3_2 0.21, or4b_1 0.47
a31oi_1 0.27, or3_1 0.28, buf_4 0.26, nor2_1 0.07
## through the flow
stage | util | cells | area [um^2] | setup slack (ns)
after floorplan | - | 265 | 2460 | 0.985
after global placement | 0.371 | 397 | 2900 | 0.247
after detailed placement | 0.371 | 397 | 2900 | 0.225
after CTS | 0.382 | 405 | 2980 | 0.519
after global routing | 0.382 | 405 | 2980 | 0.381
final | 0.382 | 405 | 2980 | 0.556
## worst max path at each step
stage	to	cells past startpoint
6_report	t[12]	10
5_1_grt	t[22]	10
4_1_cts	t[22]	10
## sequential cells by signal, summed over array words and instances (netlist names)
signal,count
step_index,3
t,32
## power groups by stage
stage | sequential [uW] | clock [uW] | combinational, uW
global route | 444 | 303 | 330
finish | 440 | 272 | 290
CTS | 441 | 285 | 296
## cell type report
class / count / area [um^2] / share of cell area
Sequential cell: 35 / 876 / 0.294
Clock buffer: 7 / 76.3 / 0.0256
Timing Repair Buffer: 40 / 393 / 0.132
Tap cell: 102 / 128 / 0.0428
Multi-Input combinational cell: 186 / 1380 / 0.461
Clock inverter: 1 / 5.00 / 0.00168
Inverter: 34 / 128 / 0.0428
Power and IR drop assume default switching activity.
